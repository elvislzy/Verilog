==> design/flow/design.v <==
`timescale 1ns / 1ps
module FIFO_top #(parameter WIDTH = 32, parameter ADDRWIDTH = 4)
(
    wdata,
    wpush,
    wclk,
    wrstn,
    wfull,
    rdata,
    rempty,
    rpop,
    rclk,
    rrstn
);
input   [WIDTH-1:0] wdata;
input               wpush;
input               wclk;
input               wrstn;
output              wfull;
output  [WIDTH-1:0] rdata;
output              rempty;
input               rpop;
input               rclk;
input               rrstn;
wire    [WIDTH-1:0]     wdata;
wire    [WIDTH-1:0]     rdata;
wire    [ADDRWIDTH-1:0] waddr;
wire    [ADDRWIDTH-1:0] raddr;
wire                    w_en;
wire    [ADDRWIDTH:0]   rptr;
wire    [ADDRWIDTH:0]   wptr; 
wire    [ADDRWIDTH:0]   rptr_wclk;
wire    [ADDRWIDTH:0]   wptr_rclk;
assign  w_en = ~wfull & wpush;
sram_lib #(.WIDTH(WIDTH), .ADDRWIDTH(ADDRWIDTH)) FIFO_mem
(   
    .clk            (wclk       ),
    .wdata          (wdata      ),
    .waddr          (waddr      ),
    .w_en           (w_en       ),
    .raddr          (raddr      ),
    .rdata          (rdata      )
);
wr_control #(.ADDRWIDTH(ADDRWIDTH)) wr_control
(
    .wclk           (wclk       ),
    .wrstn          (wrstn      ),
    .waddr          (waddr      ),
    .wpush          (wpush      ),
    .rptr_wclk      (rptr_wclk  ),
    .wfull          (wfull      ),
    .wptr           (wptr       )
);
sync_2flop #(.DATAWIDTH(32'd5)) sync_w2r
(
    .d              (wptr       ),
    .q              (wptr_rclk  ),
    .clk            (rclk       ),
    .rst            (rrstn      )
);
re_control #(.ADDRWIDTH(ADDRWIDTH)) re_control
(
    .rclk           (rclk       ),
    .rrstn          (rrstn      ),
    .rpop           (rpop       ),
    .wptr_rclk      (wptr_rclk  ),
    .raddr          (raddr      ),
    .rptr           (rptr       ),
    .rempty         (rempty     )
);
sync_2flop #(.DATAWIDTH(32'd5)) sync_r2w
(
    .d              (rptr       ),
    .q              (rptr_wclk  ),
    .clk            (wclk       ),
    .rst            (wrstn      )
);
endmodule
`timescale 1ns / 1ps
module re_control #(parameter ADDRWIDTH = 4)
(
    rclk,
    rrstn,
    rpop,
    wptr_rclk,
    raddr,
    rptr,
    rempty
);
input   wire                    rclk;
input   wire                    rrstn;
input   wire                    rpop;
input   wire    [ADDRWIDTH:0]   wptr_rclk;
output  wire    [ADDRWIDTH-1:0]  raddr;
output  reg     [ADDRWIDTH:0]    rptr;
output  reg                     rempty;
reg             [ADDRWIDTH:0]    rbin;
wire            [ADDRWIDTH:0]    rbin_tmp;
wire            [ADDRWIDTH:0]    rgray_tmp;
wire                            rempty_tmp;
assign  raddr = rbin[ADDRWIDTH-1:0];
assign  rbin_tmp = (rpop & ~rempty) ? rbin + 1'b1 : rbin;
assign  rgray_tmp = (rbin_tmp >> 1) ^ rbin_tmp;
assign  rempty_tmp = rgray_tmp == wptr_rclk;
always @(posedge rclk or negedge rrstn) begin
    if(!rrstn) begin
        rptr    <= 'd0;
        rempty  <= 1'b1;
        rbin    <= 'd0;
    end
    else begin
        rptr    <= rgray_tmp;
        rempty  <= rempty_tmp;
        rbin    <= rbin_tmp;
    end
end
endmodule
`timescale 1ns / 1ps
module sram_lib #(parameter WIDTH = 32, parameter ADDRWIDTH = 4)
(   
    clk,
    wdata,
    waddr,
    w_en,
    raddr,
    rdata
);
input                   clk;
input   [WIDTH-1:0]     wdata;
input   [ADDRWIDTH-1:0] waddr;
input                   w_en;
input   [ADDRWIDTH-1:0] raddr;
output  [WIDTH-1:0]     rdata;
parameter DEPTH = 1<<ADDRWIDTH;
reg     [WIDTH-1:0] mem [0:DEPTH-1];
always @(posedge clk) begin
    if(w_en)
        mem[waddr]  <= wdata;    
end
assign  rdata = mem[raddr];
endmodule
`timescale 1ns / 1ps
module sync_2flop #(parameter DATAWIDTH = 4)
(
    d,
    q,
    clk,
    rst
);
input       [DATAWIDTH-1:0]     d;
input                       clk;
input                       rst;
output      [DATAWIDTH-1:0]     q;
reg         [DATAWIDTH-1:0]     dreg0;
reg         [DATAWIDTH-1:0]     dreg1;
always @(posedge clk or negedge rst) begin
    if(!rst) begin
        dreg0   <= 0;
        dreg1   <= 0;
    end
    else begin
        dreg0   <= d;
        dreg1   <= dreg0;
    end 
end
assign q = dreg1;
endmodule
`timescale 1ns / 1ps
module wr_control #(parameter ADDRWIDTH = 4)
(
    wclk,
    wrstn,
    waddr,
    wpush,
    rptr_wclk,
    wfull,
    wptr
);
input                   wclk;
input                   wrstn;
input   [ADDRWIDTH-1:0] waddr;
input                   wpush;
input   [ADDRWIDTH:0]   rptr_wclk;
output                  wfull;
output  [ADDRWIDTH:0]   wptr;
reg                     wfull;
reg     [ADDRWIDTH:0]   wptr;
reg     [ADDRWIDTH:0]   wbin;
wire                    wfull_tmp;
wire    [ADDRWIDTH:0]   wptr_tmp;
wire    [ADDRWIDTH:0]   wbin_tmp;
assign waddr = wbin[ADDRWIDTH-1:0];
assign wbin_tmp = (wpush & ~wfull) ? wbin + 1'b1 : wbin; 
assign wptr_tmp = (wbin_tmp>>1) ^ wbin_tmp;
assign wfull_tmp = (wptr_tmp == {~rptr_wclk[ADDRWIDTH:ADDRWIDTH-1],rptr_wclk[ADDRWIDTH-2:0]});      
always @(posedge wclk or negedge wrstn) begin
    if(!wrstn) begin
        wbin    <= 'd0;
        wptr    <= 'd0;
        wfull   <= 1'b0;
    end
    else begin
        wbin    <= wbin_tmp;
        wptr    <= wptr_tmp;
        wfull   <= wfull_tmp;
    end 
end
endmodule
==> design/flow/run.sh <==
#!/bin/bash
# OpenROAD 26Q1-2900-gdf79404cd8, Yosys 0.63+post, stock flow scripts
make -C /OpenROAD-flow-scripts/flow DESIGN_CONFIG=/design/flow/config.mk WORK_HOME=/design/flow/orfs finish
==> design/flow/config.mk <==
export PLATFORM = sky130hd
export DESIGN_NAME = FIFO_top
export DESIGN_NICKNAME = FIFO_top
export VERILOG_FILES = /design/flow/design.v
export SDC_FILE = /design/flow/constraint.sdc
export NUM_CORES = 4
export LEC_CHECK = 1
export CORE_UTILIZATION = 40
==> design/flow/constraint.sdc <==
current_design FIFO_top

set clk_period 13.4
set clk_io_pct 0.2

create_clock -name clk0 -period $clk_period [get_ports {rclk}]
create_clock -name clk1 -period $clk_period [get_ports {wclk}]

set non_clock_inputs [all_inputs -no_clocks]
set_input_delay [expr $clk_period * $clk_io_pct] -clock clk0 $non_clock_inputs
set_output_delay [expr $clk_period * $clk_io_pct] -clock clk0 [all_outputs]
==> ci_impl_report.md <==
### Metrics collected by this job

| Metric | Value |
|---|---|
| Clk pwr share | 0.269 |
| Fraction of layout cells with a size suffix above 1 | 0.279 |
| Arrival time of the worst setup path | 4070 ps |
| Pre-CTS setup slack | 6740 ps |
| CTS tree | yes |
| Synthesized area per cell | 24.5 µm² |
| Synth Flop Type | edfxtp_1 |
| Number of placed I/O pins | 72 |
| DRT Wirelength | 42.8 mm |
| Max incr delay on CP | 840 ps |
| Slowest CP cell | dfrtp_4 |
| Vias in the first global route | about 10000 |
| Yosys Chip Area | between 0.02 and 0.025 mm² |
| Vias | ~9100 |
| Post-synth ARST share | 0.0725 |
| Initial antenna violation count | 3 |
| Largest net degree at the start of global routing | 51 |
| Relative slew slack | 0.501 |
| Clk sinks | roughly 550 |
| Die X | 231 µm |
| Setup TNS | 0 ps |
| Max-cap violations | 0 |
| Final core occ | 0.470 |
| CP Capture Type | primary output |
| Cell Rows | 83 |
| Power Internal | approximately 0.0037 W |
| Yosys cell count | roughly 850 |
| Core Footprint | about 0.052 mm² |
| Critical Path, Cell by Cell | buf_4 -> buf_4 -> mux4_2 -> mux4_2 -> clkdlybuf4s50_1 |
| Power share of the combinational group | 0.291 |
| Worst path required time | 10720 ps |
| Setup ws final | 6650 ps |
| Pwr dens | roughly 210 mW/mm² |
| Min-Delay Path Class | flip-flop to flip-flop |
| Distinct cells, synth | 39 |
| Count of tool warnings | 29 |
| Post-Syn Area | 0.0210 mm² |
| Final Hold Viols | 0 |
| Half-perimeter wire length after placement | 20.1 mm |
| WHS | 82.6 ps |
| Overall routing resource usage | 0.185 |
| Post-DR vias/cell | 5.37 |
| Max Slew Vio Count | 0 |
| Net Sw Frac | 0.273 |
| Port Buffers | about 70 |
| Share of total power in sequential cells | 0.440 |
| Gp weighted congestion | 0.763 |
| Slew @ Worst Pin | 749 ps |
| Synth Seq Share | 0.781 |
| # DRC | 0 |
| Antenna cell count | 0 |
| Die area | 0.0533 mm² |
| Net Sw Power | 0.00141 W |
| Cell count after synthesis | 854 |
| Number of enable flip-flop cells | 512 |
| Worst IR drop on VDD | 111 µV |
| Mean routed wirelength per cell | roughly 25 µm |
| Critical path's top delay family | buffers and inverters |
| Fill cell count | 4128 |
| First-pass GRT wire length | 64.6 mm |
| P_leak | 7.66 nW |
| Setup Skew | 20.8 ps |
| Critical Path Source Type | flip-flop |
| Pwr Total | 0.00516 W |
| Ys flops | 552 |
| RSZ-0062 raised after global routing | false |
| Worst-path fanout max | 36 |
| Antenna Violating Nets Remaining | 0 |
| Detailed router's first-iteration violation count | 549 |
| Initial Util | 0.407 |
| Ys Warns | 4 |
| P&R area growth vs syn | 15.6% |
| DRT Pass-1 Iters | 6 |
| Total global routing overflow | 0 |
| Die Span Y | 231 µm |
| Buf+Inv Stages, Crit Path | 3 |
| Clock-pin slew on the worst setup and hold paths | roughly 60 ps |
| WS Path Type | flip-flop to primary output |
| Final setup vio count | 0 |
| Status | finished, final reports clean |
-- routing by layer --
metal	GRT usage	wire (µm)	up-vias
met3	0.131	6560	59
met2	0.279	21300	570
li1	-	-	3861
met1	0.234	14100	4574
met5	0.00643	80	-
met4	0.0296	748	8
-- layout by cell type, fill, tap and decap left out, drive strengths merged, types with 13 or more instances in the layout --
cell and count:
clkbuf 72, clkinv 21, buf 25, nor2 13, mux4 160, xnor2 16, clkdlybuf4s50 70, dfrtp 39
edfxtp 512
-- synthesized netlist by cell type (all sizes together), types with 4 or more instances --
master | n | area (µm²)
dfrtp | 39 | 976
inv | 7 | 26.3
ha | 5 | 62.6
xor2 | 8 | 70.1
clkbuf | 19 | 72.6
xnor3 | 4 | 90.1
mux4 | 160 | 3600
xnor2 | 16 | 140
buf | 23 | 170
nor3 | 5 | 25.0
nand2 | 7 | 26.3
edfxtp | 512 | 15400
nor2 | 13 | 48.8
-- final timing paths --
check	startpoint	endpoint	slack (ps)	depth (start not counted)
min in group asynchronous	wrstn	wr_control.wbin[1]	2440	2
worst max register to register	wr_control.wbin[0]	FIFO_mem.mem[15][18]	10910	4
worst min-delay path	re_control.rptr[4]	sync_r2w.dreg0[4]	80	0
max in group clk1	wpush	FIFO_mem.mem[0][22]	8710	5
min in group clk0	sync_w2r.dreg0[3]	sync_w2r.dreg1[3]	350	0
worst min register to register	re_control.rptr[4]	sync_r2w.dreg0[4]	80	0
max in group asynchronous	rrstn	re_control.rempty	10360	2
worst max-delay path	re_control.rbin[0]	rdata[29]	6650	5
-- power by group through the flow --
stage / clock, W / sequential [W] / combinational, W
CTS: 0.00142 / 0.00228 / 0.00154
global route: 0.00148 / 0.00230 / 0.00164
finish: 0.00139 / 0.00227 / 0.00150
-- stage by stage --
step / cell area, µm² / std cells
detailed placement: 22600 / 1587
global route: 24200 / 1689
CTS: 24200 / 1689
finish: 24200 / 1689
global placement: 22600 / 1587
floorplan: 21000 / 854
-- layout make-up --
| class | count | area (µm²) | share of cell area |
|---|---|---|---|
| inverters | 7 | 26.3 | 0.00108 |
| repair buffers | 99 | 928 | 0.0383 |
| well taps | 680 | 851 | 0.0351 |
| clock buffers | 72 | 1440 | 0.0594 |
| multi-input cells | 253 | 4420 | 0.183 |
| flip-flops and latches | 552 | 16400 | 0.676 |
| clock inverters | 26 | 170 | 0.00702 |
-- cells by family (layout without fill, tap and decap cells) --
logic type,after synthesis,count (layout),share of synthesized area
AND-OR/OR-AND,13,13,0.00400
XOR/XNOR,28,28,0.0143
adder cells (fa/ha/maj),5,5,0.00298
buffers and inverters,49,204,0.0128
flip-flops,552,552,0.781
multiplexers,164,164,0.174
AND/OR/NAND/NOR,43,43,0.0106
-- timing repair --
action,4_1_cts,5_1_grt
hold buffers,4,0
resized,0,0
endpoints found under the hold margin,4,0
buffers inserted,0,0
-- registers in the layout (all words and copies together) (netlist names) --
name,cells
sync_r2w.dreg1,5
re_control.rempty,1
sync_w2r.dreg1,5
re_control.rbin,4
sync_r2w.dreg0,5
re_control.rptr,5
sync_w2r.dreg0,5
wr_control.wfull,1
wr_control.wbin,4
wr_control.wptr,5
FIFO_mem.mem,512
Power figures rest on the tool's default switching activity, not on a simulated workload.
