[./design.v]
`timescale 1ns / 1ps
module divider
    #(
        parameter WIDTH = 32,
        parameter CBIT = 5
    )
    (
    clk,
    rst,
    enable,
    dividend,
    divisor,
    quotient, 
    remainder,
    dout_vld
    );
    input               clk;
    input               rst;
    input               enable;
    input   [WIDTH-1:0] dividend;
    input   [WIDTH-1:0] divisor;
    output  [WIDTH-1:0] quotient;
    output  [WIDTH-1:0] remainder;
    output              dout_vld;
    reg     [WIDTH-1:0] divisor_reg;
    reg     [WIDTH-1:0] quotient;
    reg     [WIDTH-1:0] remainder;
    wire    [WIDTH:0]   sub_result;
    reg     [CBIT-1:0]  cnt;
    reg                 dout_vld;
    reg                 active;
    assign sub_result = {remainder[WIDTH-2:0],quotient[WIDTH-1]} - divisor_reg;
    always @(posedge clk or negedge rst) begin
        if(!rst) begin
            quotient        <= 'd0;
            remainder       <= 'd0;
            divisor_reg     <= 'd0;          
        end  
        else if(enable && active) begin
            if(sub_result[WIDTH]==0) begin
                remainder   <= sub_result[WIDTH-1:0];
                quotient    <= {quotient[WIDTH-2:0],1'b1};
            end
            else begin
                remainder   <= {remainder[WIDTH-2:0],quotient[WIDTH-1]};
                quotient    <= {quotient[WIDTH-2:0],1'b0};
            end 
        end
        else begin
            quotient        <= dividend;
            remainder       <= 'd0;
            divisor_reg     <= divisor;
        end
    end
    always @(posedge clk or negedge rst) begin
        if(!rst) begin
            cnt         <= 'd0;
            active      <= 1'b0;    
            dout_vld    <= 1'b0;
        end
        else if(enable && active) begin
            if(cnt == WIDTH-1) begin
                cnt         <= 'd0;
                active      <= 1'b0;
                dout_vld    <= 1'b1;
            end 
            else begin
                cnt         <= cnt + 1'b1;
            end
        end
        else begin
            active          <= 1'b1;
            dout_vld        <= 1'b0;
        end 
    end
endmodule
[./run.sh]
#!/bin/bash
# OpenROAD 26Q1-2900-gdf79404cd8, Yosys 0.63+post, stock flow scripts
make -C /OpenROAD-flow-scripts/flow DESIGN_CONFIG=/design/flow/config.mk WORK_HOME=/design/flow/orfs finish
[./config.mk]
export PLATFORM = sky130hd
export DESIGN_NAME = divider
export DESIGN_NICKNAME = divider
export VERILOG_FILES = /design/flow/design.v
export SDC_FILE = /design/flow/constraint.sdc
export NUM_CORES = 4
export LEC_CHECK = 1
export CORE_UTILIZATION = 40
[./constraint.sdc]
current_design divider

set clk_period 12.2
set clk_io_pct 0.2

create_clock -name clk0 -period $clk_period [get_ports {clk}]

set non_clock_inputs [all_inputs -no_clocks]
set_input_delay [expr $clk_period * $clk_io_pct] -clock clk0 $non_clock_inputs
set_output_delay [expr $clk_period * $clk_io_pct] -clock clk0 [all_outputs]
==> Changelog: implementation <==
## Implementation

* Post-synthesis sequential area ratio at 0.4341
* Detailed placement HPWL at 9638 um
* Rel. slew slack at 0.5437
* PortBufs at 131
* Fin cells at 922
* CP Capture Type: flip-flop
* Init Core Util at 0.4085
* RSZ-0062 raised after global routing: no
* Total grt overflow at 0
* Worst Setup Path Type: input pin to flip-flop
* Max Root-Sink Buffers at 2
* I/O pin cnt at 132
* CP required at 12.44 ns
* Worst reg2reg path depth at 13
* Chip height at 123.8 um
* Period utilization at 0.3278
* Async set-reset flop share out of synthesis at 1.000
* Global-route wire length before repair at 22830 um
* Chip area at 15330 um2
* Worst R2R End: remainder[23]
* CP Data Arrival Time at 4.24 ns
* Clk root buf: clkbuf_16
* Max-cap viol count at 0
* # Cells Yosys at 611
* Crit-path max FO at 46
* Vias per std cell at 5.151
* Pin count of the biggest net entering global routing at 54
* Area of the mapped netlist at 5937 um2
* Post_cts resized at 0
* # clock sinks at 103
* Hold EP: quotient[18]
* Vias in the first global route at 4781
* Late-Pin Clk Latency at 0.36 ns
* Post-synth cell types at 70
* Final GP Congestion at 0.8438
* Flip-flops with a built-in enable at 0
* Most numerous logic cells after layout: 130 x clkdlybuf4s50_1, 103 x dfrtp_1, 91 x nand2_1
* Cell Pwr Density at 115.4 nW/um2
* Crit-path slowest cell: buf_4
* Worst Hold Launch: quotient[17]
* CTS tree: built
* Crit path from: enable
* Setup Skew at 0.01024 ns
* Top delay family on crit path: buffers and inverters
* Num CTS Buffers at 9
* DR pass1 iterations at 4
* Reg2reg start: quotient[31]
* DRT iter0 DRCs at 162
* Total Routed Length at 13260 um
* Residual DRC at 0
* Antenna violations before repair at 0
* Crit path launch type: input pin
* Total number of vias at 4749
* Max Freq at 250.0 MHz
* ANT cells at 0
* Cts hold-fix bufs at 0
* Row count at 44
* Most used flip-flop cell: dfrtp_1
* Final setup fails at 0
* Worst hold margin at 0.4976 ns
* Buf+Inv Stages, Crit Path at 2
* Worst-path clk slew at 0.07 ns
* Antenna violation net count after detailed routing at 0
* Critical-path cell list: clkdlybuf4s50_1 > nand2_4 > buf_4 > mux2_2
* Mapped Avg Cell Area at 9.717 um2
* Post CTS Setup Buffer Count at 0
* Hold path cells at 1
* Reg-to-reg slack, setup at 8.46 ns
* Hold Violations, Final at 0
* Outcome: complete, no violations
* Tool warnings at 25
* Max IR drop VDD at 0.09640 mV
* Period minus WS final at 4.000 ns
* Worst path max stage delay at 0.50 ns
* Tightest Pin Transition at 0.6845 ns
* Leakage power at 3.368 nW
* Layout area overhead at 29.46%
* GRT Total Usage at 0.1920
* Hold crit path type: flip-flop to flip-flop
* Flops after synth at 103
* Mapped Cells at 611
* DIE WIDTH at 123.8 um
* Setup TNS at 0 ns
* Yosys Chip Area at 5937 um2
* Max-slew violations at 0
* CTS HTree Levels at 3
* Layout cell share with drive strength beyond 1 at 0.1192
* Commonest Layout Cell: clkdlybuf4s50_1
* YS warnings at 1
* Inst Count DP at 906
* Routed wire length per instance at 14.39 um
* Core Region at 14530 um2
[per-stage QoR]
step	util	cell area [um2]	power, mW	worst slack [ns]
final	0.5288	7686	0.8873	8.200
after global routing	0.5288	7686	0.9398	8.086
after CTS	0.5288	7686	0.8993	8.201
after detailed placement	0.5079	7382	0.5967	7.827
after global placement	0.5079	7382	0.5947	7.850
after floorplan	-	5937	0.5123	8.674
[worst register-to-register path: cells and delay by family (launching register included)]
kind | cells | cell delay [ns]
DFF | 1 | 0.42
and+or+nand+nor | 2 | 0.31
buffers and inverters | 2 | 0.45
AOI/OAI and AO/OA | 7 | 1.88
adders and majority gates | 2 | 0.61
[where the power goes]
group	total (mW)	leakage (nW)	switching, mW	internal, mW
sequential	0.396	1.29	0.0190	0.376
combinational	0.195	1.93	0.0902	0.105
clock	0.297	0.146	0.134	0.163
[layout make-up]
class	count	area (um2)
Fill cell	1300	6848
Sequential cell	103	2577
Multi-Input combinational cell	439	3059
Clock buffer	10	229.0
Inverter	43	161.4
Tap cell	184	230.2
Timing Repair Buffer	137	1354
Clock inverter	6	75.07
[Yosys cell counts (all sizes together) (3+ instances only)]
cell type	n	area, um2
nand4	3	18.77
ha	34	425.4
a21oi	48	251.5
o311ai	3	26.28
nand2	93	351.6
nand2b	8	50.05
inv	43	161.4
clkbuf	16	60.06
a2bb2oi	3	26.28
buf	10	86.32
a31oi	3	33.78
o21a	5	37.54
nor2b	8	50.05
nor2	25	93.84
o31a	4	35.03
a211oi	9	102.6
a21o	10	75.07
dfrtp	103	2577
xor2	9	78.83
mux2	35	394.1
or3	6	43.79
and3	6	42.54
o21ai	59	317.8
nand3	15	75.07
nor3	4	20.02
xnor2	12	105.1
[how the worst max path moves through the flow]
stage	cells past startpoint	to	slack, ns
5_1_grt	5	cnt[0]	8.09
4_1_cts	4	quotient[28]	8.20
6_report	4	quotient[27]	8.20
[metal layers]
| layer | global-route usage | share of wire | up-vias |
|---|---|---|---|
| li1 | - | - | 2384 |
| met4 | 0.01807 | 0.012 | 0 |
| met1 | 0.2827 | 0.46 | 2232 |
| met3 | 0.05794 | 0.081 | 10 |
| met2 | 0.2969 | 0.45 | 123 |
| met5 | 0 | 0 | - |
[cell families after synthesis]
| group | count (synthesis) | share of synthesized area |
|---|---|---|
| and+or+nand+nor | 177 | 0.1391 |
| muxes | 36 | 0.06807 |
| DFF | 103 | 0.4341 |
| xor gates and xnor gates | 21 | 0.03098 |
| buffers and inverters | 69 | 0.05184 |
| adders and majority gates | 35 | 0.07503 |
| AOI/OAI and AO/OA | 170 | 0.2008 |
Power is estimated from default activity; no workload was simulated.
